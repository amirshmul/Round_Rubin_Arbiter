`run.sh`:
```
#!/bin/bash
# OpenROAD 26Q1-2900-gdf79404cd8, Yosys 0.63+post, stock flow scripts
make -C /OpenROAD-flow-scripts/flow DESIGN_CONFIG=/design/flow/config.mk WORK_HOME=/design/flow/orfs finish
```
`design.v`:
```
`timescale 1ns / 1ns
module CC_Shift_Ring(
    input  [3:0] In_Bus,
    input  [1:0] Shift,
    output reg [3:0] Out_Bus
);
always @(Shift or In_Bus) begin: Shift_comb
    case(Shift)
    2'b00: Out_Bus <= In_Bus;
    2'b01: Out_Bus <= {In_Bus[2:0],In_Bus[3]};
    2'b10: Out_Bus <= {In_Bus[1:0],In_Bus[3:2]};
    2'b11: Out_Bus <= {In_Bus[0],In_Bus[3:1]};
    default: Out_Bus <= In_Bus;
    endcase
end
endmodule
`timescale 1ns / 1ns
module Full_Adder(
    input a, b, c_in,
    output s, c_out
    );
    assign s = a^b^c_in;
    assign c_out = a&b | c_in&(a^b);
endmodule
`timescale 1ns / 1ns
module Full_Adder_2Bit(
    input [1:0] A, B,
    input C_in,
    output [1:0] S,
    output C_out
);
wire Carry;
Full_Adder Full_Adder_inst1(.a(A[0]), .b(B[0]), .c_in(C_in), .s(S[0]), .c_out(Carry));
Full_Adder Full_Adder_inst2(.a(A[1]), .b(B[1]), .c_in(Carry), .s(S[1]), .c_out(C_out));
endmodule
`timescale 1ns / 1ns
module LSB_Priority_Encoder(
    input [3:0] In_Bus,
    output reg [1:0] Priority,
    output reg valid
    );
    always @(In_Bus) begin: Priority_Comb
        casez(In_Bus)
            4'b???1: begin
                valid <= 1'b1;
                Priority <= 2'b00;
                end
            4'b??10: begin
                valid <= 1'b1;
                Priority <= 2'b01;
                end
            4'b?100: begin
                valid <= 1'b1;
                Priority <= 2'b10;
                end
             4'b1000: begin
                valid <= 1'b1;
                Priority <= 2'b11;
                end
            default: begin
                valid <=1'b0;
                Priority <= 2'b00;
                end
        endcase
    end
endmodule
`timescale 1ns / 1ns
module Static_RR(
    input clk, rst,
    input [3:0] Priority_bus,
    output [1:0] Next_priority,
    output Data_Valid
);
reg [1:0]  prev_Priority;
wire [1:0] Shift_val; 
wire [3:0] Shifted_Bus;
wire [1:0] Shifted_Priority;
Full_Adder_2Bit Full_Adder_2Bit_inst1 (.A(2'b11), .B(~prev_Priority), .C_in(1'b1), .S(Shift_val), .C_out());
CC_Shift_Ring CC_Shift_Ring_inst (.In_Bus(Priority_bus), .Shift(Shift_val), .Out_Bus(Shifted_Bus));
LSB_Priority_Encoder LSB_Priority_Encoder_inst (.In_Bus(Shifted_Bus), .Priority(Shifted_Priority), .valid(Data_Valid));
Full_Adder_2Bit Full_Adder_2Bit_inst2 (.A(Shifted_Priority), .B(prev_Priority), .C_in(1'b1), .S(Next_priority), .C_out());
always @(posedge clk) begin
    prev_Priority = (rst==1'b1)? 2'b00: Next_priority;
end
endmodule
```
`constraint.sdc`:
```
current_design Static_RR

set clk_period 2.5
set clk_io_pct 0.2

create_clock -name clk0 -period $clk_period [get_ports {clk}]

set non_clock_inputs [all_inputs -no_clocks]
set_input_delay [expr $clk_period * $clk_io_pct] -clock clk0 $non_clock_inputs
set_output_delay [expr $clk_period * $clk_io_pct] -clock clk0 [all_outputs]
```
`config.mk`:
```
export PLATFORM = sky130hd
export DESIGN_NAME = Static_RR
export DESIGN_NICKNAME = Static_RR
export VERILOG_FILES = /design/flow/design.v
export SDC_FILE = /design/flow/constraint.sdc
export NUM_CORES = 4
export LEC_CHECK = 1
export CORE_AREA = 10 10 70 70
export DIE_AREA = 0 0 80 80
```
==> impl_metrics.tcl <==
# place-and-route summary
set metrics [dict create \
    post_route_cell_area_um2 494 \
    critPathKind "in2out" \
    place_worst_setup_slack_ps -600 \
    report.final.setup_viol 0 \
    port_buffers 8 \
    p_clk_share_pct 15.4 \
    internal-power_w 0.000307 \
    p_sw_share_pct 34.1 \
    fp.dieW_um 80 \
    number_of_cell_instances_after_yosys_synthesis 35 \
    path_clk_slew_ps 30 \
    clock_tree_from_tritoncts "built" \
    clock_latency_ps 220 \
    synthCells 35 \
    fp.coreArea_um2 3420 \
    routed-via-count 297 \
    finalCritPeriodShare_pct 95.2 \
    irDropWorstVdd_v 0.000602 \
    maximum_capacitance_violations 0 \
    yosys_warnings 3 \
    grt_max_degree 7 \
    cts_buffers 3 \
    run_status "complete, no violations" \
    synth_top_cell_by_count "sky130_fd_sc_hd__nor2_1" \
    layout-drive-gt1-share_pct 48.1 \
    number_of_diodes_added_for_antenna_fixing 0 \
    number_of_antenna_violations_at_the_first_check_in_global_routing 0 \
    detailed_place.area_um2 425 \
    common_cells "6 x sky130_fd_sc_hd__nor2_1, 4 x sky130_fd_sc_hd__inv_1, 4 x sky130_fd_sc_hd__nand2_1" \
    first_pass_iters 3 \
    chipArea_um2 6400 \
    drt_wl_total_um 770 \
    ys.flops 2 \
    synth_cell_types 20 \
    instances_no_fill 100 \
    avgViaCountPerCell 2.97 \
    timing.critical_path.to_type "primary output" \
    gp_routability_congestion 0.676 \
    cts_hold_repair.buffers 0 \
    rows 21 \
    max_slew.worst_pin.slew_ps 230 \
    ioPinCount 9 \
    numClockSinks 2 \
    yosysTopAreaCellShare_pct 15.5 \
    layout_setup_ws_ps 119 \
    cts_buffer_depth 2 \
    switchingPower_w 0.000159 \
    area_growth_syn_to_layout_pct 91.7 \
    min-delay-path-class "reg2reg" \
    core_utilization_at_floorplan_pct 7.55 \
    worstSetupStartpointType "primary input" \
    cpPeakStageDelay_ps 250 \
    detail_route.iter0.violations 3 \
    finalWorstPathRequiredPeriod_ps 2380 \
    placed_cells 93 \
    die.size.y_um 80 \
    drv_slew 0 \
    synth-edff-count 0 \
    critical_path.max_fanout 3 \
    pwr-share-comb_pct 68.2 \
    detailedPlacementHpwl_um 544 \
    syn-cell-area_um2 258 \
    cts-root-buf "sky130_fd_sc_hd__clkbuf_4" \
    yosys-stat-area_um2 258 \
    cp.arrival_ps 1880 \
    worst_clock_skew_ps 2.53 \
    stage_log_warnings 25 \
    cell_family_with_most_cp_delay "AND-OR/OR-AND gates" \
    grt_use_total_pct 2.17 \
    cell_taking_the_most_area_after_synthesis "sky130_fd_sc_hd__dfxtp_1" \
    number_of_global_route_vias_before_repair 274 \
    total_leakage_power_nw 0.213 \
    power.density_cell_area_nw_per_um2 943 \
    timing.critical_path.slowest_stage_cell "sky130_fd_sc_hd__o31ai_1" \
    critical_path.cell_chain "buf_6, inv_1, o21ai_1, a21oi_1, o31ai_1, ha_2, xor2_2, xnor2_1, dlygate4sd2_1" \
    crit_buf_inv 3 \
    largest_reg_flops 2 \
    power.share.sequential_pct 16.4 \
    ant_nets 0 \
    hold_slack_ps 704 \
    seq_area_frac_synth_pct 15.5 \
    drt-wirelength-per-cell_um 7.70 \
    max_freq_mhz 420 \
    yosys_most_used_dff "sky130_fd_sc_hd__dfxtp_1" \
    synth-async-reset-ratio_pct 0 \
    syn-mean-instance-area_um2 7.36 \
    residual_drc 0 \
    grt_first_pass_wirelength_um 1160 \
    cts-htree-levels 1 \
    worst_ep_required_time_ps 2000 \
    final-hold-violation-count 0 \
    fin_util_pct 14.5 \
    grt_overflow 0 \
    netlist_top_cells_area "sky130_fd_sc_hd__dfxtp_1 16%, sky130_fd_sc_hd__mux2_4 12%, sky130_fd_sc_hd__nor2_1 8.7%" \
    relSlewSlack_pct 84.5 \
]
[per-layer routing]
layer | vias up | wire [um] | track usage [%] | part of all wire [%]
met5 | - | 0 | 0 | 0
met4 | 0 | 13 | 0.704 | 1.7
met3 | 2 | 17 | 0.909 | 2.2
met2 | 4 | 371 | 3.29 | 48
met1 | 137 | 367 | 2.72 | 48
li1 | 154 | - | - | -
[timing repair]
item / 4_1_cts / 5_1_grt
hold endpoints to repair: 0 / 0
setup buffers: 2 / 2
gates resized: 16 / 10
endpoints found under the setup margin: 2 / 2
pin swaps: 7 / 5
[stage by stage]
step           power [W]  setup TNS (ps)
3_5_place_dp    0.000361            -919
4_1_cts         0.000465               0
3_3_place_gp    0.000354           -1000
6_report        0.000466               0
5_1_grt         0.000513           -4.02
2_1_floorplan   0.000256               0
[power groups by stage]
stage     Sequential [W]  Combinational [W]  Clock [W]
6_report       0.0000762           0.000318  0.0000720
5_1_grt        0.0000790           0.000353  0.0000811
4_1_cts        0.0000737           0.000316  0.0000758
[final cells by class]
type                    instances  area [um2]
multi-input cells              27         211
inverters                       4        15.0
repair buffers                 18         146
flip-flops and latches          2        41.3
clock buffers                   3        22.5
well taps                      46        57.6
fillers                       392        2920
[placed cells by master (no fill, tap or decap), types with 2 or more instances in the layout]
cell                              Yosys  layout
sky130_fd_sc_hd__buf_4                2       9
sky130_fd_sc_hd__clkdlybuf4s50_1      0       2
sky130_fd_sc_hd__nand2_1              4       4
sky130_fd_sc_hd__nor2b_1              2       2
sky130_fd_sc_hd__nor2_1               6       5
sky130_fd_sc_hd__clkbuf_2             0       2
sky130_fd_sc_hd__inv_1                4       3
sky130_fd_sc_hd__clkbuf_4             0       3
sky130_fd_sc_hd__buf_6                0       2
sky130_fd_sc_hd__mux2_4               2       2
[worst paths after layout]
kind | depth (start not counted) | from | end | slack [ps]
min reg2reg | 3 | prev_Priority[0]$_SDFF_PP0_ | prev_Priority[0]$_SDFF_PP0_ | 700
min | 3 | prev_Priority[0]$_SDFF_PP0_ | prev_Priority[0]$_SDFF_PP0_ | 700
max | 9 | Priority_bus[1] | Next_priority[1] | 120
max reg2reg | 10 | prev_Priority[1]$_SDFF_PP0_ | prev_Priority[1]$_SDFF_PP0_ | 560
[worst min-delay path, cell delays in order, from the launching register on]
cell	delay [ps]
sky130_fd_sc_hd__dfxtp_1	350
sky130_fd_sc_hd__inv_1	80
sky130_fd_sc_hd__ha_2	180
sky130_fd_sc_hd__nor2_1	40
[kinds of logic after synthesis]
| logic type | count (synthesis) | share of synthesized area (%) |
|---|---|---|
| simple gates | 14 | 24.3 |
| compound gates | 7 | 21.4 |
| buf+inv | 6 | 11.6 |
| mux | 3 | 15.5 |
| xor+xnor | 2 | 6.80 |
| flops | 2 | 15.5 |
| fa+ha+maj | 1 | 4.85 |
Power and IR drop assume default switching activity.
